--- ./run.sh ---
#!/bin/bash
# OpenROAD 26Q1-2900-gdf79404cd8, Yosys 0.63+post, stock flow scripts
make -C /OpenROAD-flow-scripts/flow DESIGN_CONFIG=/design/flow/config.mk WORK_HOME=/design/flow/orfs finish
--- ./config.mk ---
export PLATFORM = sky130hd
export DESIGN_NAME = Arbiter_FSM
export DESIGN_NICKNAME = Arbiter_FSM
export VERILOG_FILES = /design/flow/design.v
export SDC_FILE = /design/flow/constraint.sdc
export NUM_CORES = 4
export LEC_CHECK = 1
export CORE_AREA = 10 10 70 70
export DIE_AREA = 0 0 80 80
--- ./constraint.sdc ---
current_design Arbiter_FSM

set clk_period 1.1
set clk_io_pct 0.2

create_clock -name clk0 -period $clk_period [get_ports {clock}]

set non_clock_inputs [all_inputs -no_clocks]
set_input_delay [expr $clk_period * $clk_io_pct] -clock clk0 $non_clock_inputs
set_output_delay [expr $clk_period * $clk_io_pct] -clock clk0 [all_outputs]
--- ./design.v ---
module Arbiter_FSM(
clock, 
reset, 
req_0, 
req_1, 
gnt_0, 
gnt_1  
);
	input clock,reset,req_0,req_1;
	output gnt_0,gnt_1;
	reg gnt_0,gnt_1;
	parameter IDLE=1;  
	parameter GNT0=2;  
	parameter GNT1=4;  
	reg [2:0] present_state;
	reg [2:0] next_state;
	always @(posedge clock)
		if(reset==1'b1)
			present_state<=IDLE;
		else
			present_state<=next_state;
	always @(present_state or req_0 or req_1)
	begin
		case(present_state)
 			IDLE: 
				if(req_0==1'b1) 
				begin
					next_state=GNT0;
					gnt_0=1;
					gnt_1=0;
				end 
 				else if(req_1==1'b1) 
 				begin
					next_state=GNT1;
					gnt_1=1; 
					gnt_0=0;
				end 
 				else 
 				begin
					next_state=IDLE;
					gnt_0=0;
					gnt_1=0;
				end
 			GNT0: 
				if(req_0==1'b1) 
 				begin
					next_state=GNT0;
					gnt_0=1;
					gnt_1=0;
				end 
				else 
				begin
					next_state=IDLE;
					gnt_0=0;
					gnt_1=0;                  			
				end
			GNT1: 
				if(req_1 == 1'b1) 
				begin
					next_state=GNT1;
					gnt_1=1;
					gnt_0=0;
				end 
				else 
				begin
					next_state=IDLE;
					gnt_0=0; 
					gnt_1=0;
				end
			default: 
				begin     		
					next_state=IDLE;
					gnt_0=0;
					gnt_1=0;
				end
 		endcase
 	end 
 endmodule
==> flow_metrics.rpt <==
IMPLEMENTATION SUMMARY REPORT
----------------------------------------------------
[Logic synthesis]
  Sequential share of the synthesized area ........................ 0.5000
  Synthesized area ........................ 120.1 sq um
  Cell with the most instances after synthesis ........................ sky130_fd_sc_hd__dfxtp_1
  Number of synthesized register bits ........................ 3
  Average footprint of a synthesized cell ........................ 10.01 sq um
  Post-synth EDFFs ........................ 0
  Synthesis area per yosys ........................ 120.1 sq um
  Top cells by area in the synthesized netlist ........................ sky130_fd_sc_hd__dfxtp_1 (50%), sky130_fd_sc_hd__o21a_1 (13%), sky130_fd_sc_hd__o211a_1 (8.3%)
  Library cell occupying the most area in the post-synthesis netlist ........................ sky130_fd_sc_hd__dfxtp_1
  Cell count in the Yosys report ........................ 12
  Leading register cell type out of synthesis ........................ sky130_fd_sc_hd__dfxtp_1
  Post-synth top cells ........................ sky130_fd_sc_hd__dfxtp_1 (3), sky130_fd_sc_hd__o21a_1 (2)
  Warnings from Yosys ........................ 1
  Tally of unique sky130hd cells used after synthesis ........................ 9
  Mapped Cells ........................ 12
  Area share of the leading cell type in the synthesized netlist ........................ 0.5000
  Async set or reset register ratio after synthesis ........................ 0

[Global routing]
  Most Used Layer, Global Route ........................ met3
  Antenna violations before repair ........................ 0
  Global-route usage over all layers ........................ 0.01319
  Via count of the first global-routing pass ........................ 130
  Global routing met2 resource utilization ........................ 0.01605
  Pin count of the biggest net entering global routing ........................ 4
  Overflow left after global routing ........................ 0
  Met3 usage in global routing ........................ 0.01705
  Met1 usage in global routing ........................ 0.01128
  Wire length of the first global-routing pass ........................ 593 microns

[Final timing]
  RSZ-0062 raised after global routing ........................ yes
  Final hold violations ........................ 0
  Relative slew margins ........................ 0.8889
  Worst-case clock skew ........................ 0.004640 ns
  Worst hold margin ........................ 0.4045 ns
  Max Freq ........................ 850.0 MHz
  Finish-stage setup viols ........................ 1
  Clock period minus final worst setup slack ........................ 1.177 ns
  Transition at the pin with the smallest max-transition slack ........................ 0.1666 ns
  Final-report max-slew violation count ........................ 0
  Post-layout period usage of the worst path ........................ 1.070
  Aggregate negative setup slack ........................ -0.07651 ns
  Final worst setup slack ........................ -0.07651 ns

[CTS]
  Number of post-CTS setup repair buffers ........................ 0
  Clock tree from TritonCTS ........................ done
  Clk pin slew, worst setup/hold paths ........................ 0.04 ns
  Number of levels in the clock H-tree ........................ 1
  Clock tree root buffer cell ........................ sky130_fd_sc_hd__clkbuf_4
  Total clock sinks ........................ 3
  Maximum count of clock buffers along a single path ........................ 2
  Clk Latency, worst-skew pair ........................ 0.24 ns
  Number of clock buffers inserted by TritonCTS ........................ 3

[Finish]
  Final standard cell count with taps included and fillers excluded ........................ 69
  Gate Area ........................ 63.81 sq um
  FF/Latch Area ........................ 62.56 sq um
  Number of fill cells ........................ 415
  Layout cell share with drive strength beyond 1 ........................ 0.4348
  Signed area change from the synthesized netlist to the final layout ........................ 121.9%
  Register with the most flip-flops ........................ present_state
  Final standard cell utilization of the core ........................ 0.07802
  Max FFs per register ........................ 3
  Registers with the highest flip-flop counts ........................ present_state (3)

[Worst setup path]
  Arrival time worst endpoint ........................ 0.96 ns
  Required time reported for the critical path endpoint ........................ 0.88 ns
  Cells along the critical path ........................ nor2b_4 -> o21a_1 -> buf_2
  Standard cell with the maximum stage delay on the critical path ........................ sky130_fd_sc_hd__dfxtp_2
  Largest driver fanout on the critical path ........................ 2
  Flop2flop setup slack ........................ 0.35 ns
  Reg2reg path depth ........................ 2
  Delay of the slowest critical-path stage ........................ 0.31 ns
  Type of element capturing the critical path ........................ output port
  Startpoint of the most critical register-to-register path ........................ present_state[0]$_DFF_P_
  End of the worst register-to-register path ........................ present_state[2]$_DFF_P_
  Crit Path Class ........................ reg2out
  WP buf/inv ........................ 1
  Start point of the critical path ........................ present_state[0]$_DFF_P_
  Worst setup SP type ........................ flip-flop
  Last element of the critical path ........................ gnt_1
  Critical path depth in cells ........................ 3
  Largest delay share family, worst path ........................ flip-flops

[Routing]
  Avg WL per Cell ........................ 5.913 microns
  DRC violation count after routing ........................ 0
  Number of search-and-repair iterations in the first detailed-routing pass ........................ 1
  Number of antenna-violating nets in the routed design ........................ 0
  Total length of routed wires ........................ 408 microns
  N_diodes ........................ 0
  DRT iter0 DRCs ........................ 0
  Overall via count from detail_route ........................ 131
  Drt via density ........................ 1.899

[Die]
  Area of the die ........................ 6400 sq um
  Number of top-level pins ........................ 6
  Initial cell density of the core ........................ 0.03516
  Core area ........................ 3416 sq um
  Die Y-Extent ........................ 80 microns
  Cell Rows ........................ 21
  X dimension of the die ........................ 80 microns

[Placed design]
  Number of buffer cells added on primary ports ........................ 5
  Placed wire-length estimate after detailed placement ........................ 322 microns
  Setup Slack @ Placement ........................ -0.5958 ns
  Routability cong. ........................ 0.6017
  Number of placed cells counting well taps ........................ 65

[Run status]
  Violated checks ........................ negative setup slack
  Result of the run ........................ finished, violations left

[Min path]
  Hold WC Path Type ........................ in2reg
  Worst hold path depth ........................ 3

[Job]
  Log Warnings ........................ 27
  Maximum Capacitance Violations ........................ 0

[Power and ir drop]
  Power density normalized to cell area ........................ 1379 nW/um^2
  Worst VDD drop ........................ 0.2062 mV
  Static Leakage ........................ 0.1126 nW

----------------------------------------------------
[report_power, final]
| group | leakage [nW] | total [W] | internal [W] | switching, W |
|---|---|---|---|---|
| registers | 0.0251 | 0.000121 | 0.000118 | 0.00000343 |
| logic | 0.0725 | 0.0000417 | 0.0000272 | 0.0000145 |
| clock network | 0.0150 | 0.000205 | 0.000137 | 0.0000680 |
| total | 0.113 | 0.000367 | 0.000281 | 0.0000859 |
[layer usage]
layer / share of wire / wire (microns) / vias to the layer above
li1: - / - / 64
met1: 0.36 / 145 / 56
met2: 0.39 / 159 / 6
met3: 0.18 / 72 / 5
met4: 0.074 / 30 / 0
met5: 0 / 0 / -
[cell families (layout without fill, tap and decap cells)]
kind of cell           after synthesis  after routing  synth area share
AND-OR/OR-AND                        4              4            0.2812
buffers and inverters                1             12           0.03122
flip-flops                           3              3            0.5000
AND/OR/NAND/NOR                      4              4            0.1876
[cell type report]
class                           instances  area share
Inverter                                1     0.01408
Multi-Input combinational cell          8      0.2394
Clock buffer                            4     0.09859
Timing Repair Buffer                    7      0.1972
Sequential cell                         3      0.2347
Tap cell                               46      0.2160
[through the flow]
stage                     total power [W]  instance area [sq um]
after floorplan                 0.0001351                  120.1
after global placement          0.0001680                  242.7
after detailed placement        0.0001683                  242.7
after CTS                       0.0003749                  266.5
after global routing            0.0003942                  266.5
final                           0.0003674                  266.5
[repair_timing]
item / in CTS / in global routing
endpoints found under the setup margin: 2 / 2
endpoints found under the hold margin: 0 / 0
pin swaps: 2 / 2
hold buffers: 0 / 0
resized: 12 / 0
[worst min-delay path by stage]
stage | startpoint | endpoint | slack (ns)
after CTS | req_1 | present_state[0]$_DFF_P_ | 0.40
after global routing | req_1 | present_state[0]$_DFF_P_ | 0.40
final | req_1 | present_state[0]$_DFF_P_ | 0.40
[cell usage in the layout (no fill, tap or decap), drive strengths merged]
| cell | n |
|---|---|
| buf | 4 |
| and2 | 1 |
| clkdlybuf4s50 | 1 |
| nand2b | 1 |
| o211a | 1 |
| a32oi | 1 |
| o21a | 2 |
| dlygate4sd2 | 2 |
| inv | 1 |
| clkbuf | 4 |
| nor2 | 1 |
| dfxtp | 3 |
| nor2b | 1 |
[worst reg2reg max path: stages, from the launching register on]
cell	delay [ns]
sky130_fd_sc_hd__dfxtp_2	0.31
sky130_fd_sc_hd__o21a_1	0.18
sky130_fd_sc_hd__and2_1	0.14
Power figures rest on the tool's default switching activity, not on a simulated workload.
